==> design/flow/design.v <==
module display_7_seg (inp, saida_7s);
	input [3:0] inp;
	output [6:0] saida_7s;
	reg [6:0] segmentos;
	always @ (*)
	case (inp)
		4'b0000: segmentos=7'b0000001;
		4'b0001: segmentos=7'b1001111;
		4'b0010: segmentos=7'b0010010;
		4'b0011: segmentos=7'b0000110;
		4'b0100: segmentos=7'b1001100;
		4'b0101: segmentos=7'b0100100;
		4'b0110: segmentos=7'b0100000;
		4'b0111: segmentos=7'b0001111;
		4'b1000: segmentos=7'b0000000;
		4'b1001: segmentos=7'b0000100;
		default: segmentos=7'b1111111;
	endcase
	assign saida_7s = segmentos;
endmodule
module Gerenciador_Saidas (input [7:0] entrada, output [13:0] saida);
	wire [3:0] tens;
	wire [3:0] ones;
	Split_Digitos split (.value(entrada), .tens(tens), .ones(ones));
	display_7_seg dezenas (.inp(tens), .saida_7s( saida[13:7] ));
	display_7_seg unidades (.inp(ones), .saida_7s( saida[6:0] ));
endmodule 
module Split_Digitos(
		input      [7:0] value,
		output reg [3:0] tens,
		output reg [3:0] ones
	);
	integer i;
	always @( value ) begin
		tens = 0;
		ones = 0;
		for( i=7; i>=0; i=i-1 ) begin
			if( tens >= 5 )
				tens = tens + 3;
			if( ones >= 5 )
				ones = ones + 3;
			tens = tens << 1;
			tens[0] = ones[3];
			ones = ones << 1;
			ones[0] = value[i];
		end
	end
endmodule
==> design/flow/run.sh <==
#!/bin/bash
# OpenROAD 26Q1-2900-gdf79404cd8, Yosys 0.63+post, stock flow scripts
make -C /OpenROAD-flow-scripts/flow DESIGN_CONFIG=/design/flow/config.mk WORK_HOME=/design/flow/orfs finish
==> design/flow/config.mk <==
export PLATFORM = sky130hd
export DESIGN_NAME = Gerenciador_Saidas
export DESIGN_NICKNAME = Gerenciador_Saidas
export VERILOG_FILES = /design/flow/design.v
export SDC_FILE = /design/flow/constraint.sdc
export NUM_CORES = 4
export LEC_CHECK = 1
export CORE_AREA = 10 10 82 82
export DIE_AREA = 0 0 92 92
==> design/flow/constraint.sdc <==
current_design Gerenciador_Saidas

set clk_period 8.4
set clk_io_pct 0.2

create_clock -name clk0 -period $clk_period

set non_clock_inputs [all_inputs -no_clocks]
set_input_delay [expr $clk_period * $clk_io_pct] -clock clk0 $non_clock_inputs
set_output_delay [expr $clk_period * $clk_io_pct] -clock clk0 [all_outputs]
==> flow_metrics.py <==
# Flow results
metrics = {
    "die": {
        "fp_util_pct": 29.2,
        "core-area_um2": 5070,
        "ios": 22,
        "fp.dieW_um": 92,
        "rows": 26,
        "die-area_um2": 8460,
        "die_y_um": 92,
    },
    "setup_path": {
        "cp_top_family": "AND-OR/OR-AND gates",
        "crit_buf_inv": 8,
        "crit_required_ns": 6.72,
        "slowest_delay_ns": 0.43,
        "cp_common_cell": "ha_4",
        "critPathArrivalTime_ns": 6.99,
        "slowest_stage": "or4_4",
        "cp-end-kind": "output pin",
        "worst_setup_path_start_kind": "input port",
        "worstPathMaxFanout": 5,
        "path_class": "in -> out",
    },
    "detailed_routing": {
        "num_vias": 2039,
        "drt_iter0_drc": 85,
        "ant_nets": 0,
        "viasPerCell": 5.19,
        "diodes": 0,
        "drt-total-wl_mm": 4.99,
        "drt-pass1-iter-count": 5,
        "wl_per_cell_um": 12.7,
        "post-route-drc-count": 0,
    },
    "synth": {
        "postSynthAreaPerCell_um2": 6.90,
        "syn-cell-area_um2": 1480,
        "ys_types": 66,
        "yosys_area_um2": 1480,
        "ys_cells": 215,
        "synth_cells": 215,
        "postSynthSeqShare_pct": 0,
        "yosysTopAreaCellShare_pct": 14.3,
        "ys_warn_count": 2,
        "largest_area_cell": "ha_1",
        "topCellsByArea": "ha_1 (14%), o21ai_0 (5.1%), inv_1 (4.8%), nor2_1 (4.6%), nand2_1 (4.0%)",
    },
    "grt": {
        "grt_pass1_vias": 1937,
        "grt_first_pass_wirelength_mm": 8.47,
        "antenna_found_initial": 0,
        "overflow": 0,
        "grt_max_degree": 14,
        "grt_use_total_pct": 11.1,
    },
    "worst_hold_path": {
        "min_from": "entrada[6]",
        "hold_path_depth": 9,
        "hp-class": "in -> out",
        "hold_path_end": "saida[7]",
    },
    "placed_design": {
        "dpl.cell_count": 373,
        "gp_congestion": 0.927,
        "port_buffers": 22,
        "dp_hpwl_mm": 3.68,
    },
    "final_layout": {
        "final.clkbuf_count": 0,
        "drive_gt1_share_pct": 48.3,
        "final.fill_count": 454,
        "flops": 0,
        "syn_to_final_growth_pct": 84.4,
        "fin_cells": 393,
        "comb_area_um2": 1650,
        "register_area_um2": 0,
    },
    "sta": {
        "slew_headroom_pct": 53.0,
        "min_period_over_period_pct": 103,
        "rsz0062_at_grt": "true",
        "slew_viol_final": 0,
        "tightestPinTransition_ns": 0.703,
        "period_minus_slack_ns": 8.67,
        "hold_slack_ns": 4.49,
        "timing.fmax_mhz": 115,
        "finalSetupViolations": 6,
        "report.final.hold_viol_count": 0,
        "fin_ws_ns": -0.265,
    },
    "clocking": {
        "ctsHoldBuffers": 0,
    },
    "pwr": {
        "switching_share_pct": 44.4,
        "power.internal_w": 0.000440,
        "p_seq_share_pct": 0,
        "combPwrFrac_pct": 100.0,
        "power_density_nw_per_um2": 289,
        "p_sw_w": 0.000352,
        "p_leak_nw": 1.21,
        "power_frac_clock_pct": 0,
        "peakVddDrop_v": 0.000280,
    },
    "flow_run": {
        "maxCapViolations": 0,
        "warnings": 44,
    },
    "status": {
        "status": "finished with violations",
        "violations": "setup timing",
    },
}
kinds of logic after synthesis:
group                    share of synthesized area, %
AND/OR/NAND/NOR                                  26.3
XOR/XNOR                                         2.95
buffers and inverters                            7.84
adder cells (fa/ha/maj)                          14.3
multiplexers                                     4.47
AND-OR/OR-AND                                    44.1
cell usage after synthesis (3+ instances only):
library cell / count
a211oi_1: 4
a21o_1: 4
a21oi_1: 6
a21oi_2: 3
a221oi_1: 3
a22oi_1: 3
buf_2: 3
ha_1: 17
inv_1: 19
mux2i_1: 4
nand2_1: 16
nand2b_1: 6
nand3_1: 7
nand3b_1: 3
nand4_1: 3
nor2_1: 18
nor3_1: 6
o211ai_1: 3
o21a_1: 3
o21ai_0: 15
o22ai_1: 3
o311a_1: 3
xnor2_1: 4
routing by layer:
metal  track usage (%)  vias up  routed length (um)
li1                  -     1045                   -
met1              16.0      956                2610
met2              18.7       36                2240
met3             0.577        2                 141
met4             0.386        0                   8
met5                 0        -                   0
power by group through the flow:
stage	logic, W	clock network [W]	registers, W
after global routing	0.000863	0	0
after CTS	0.000719	0	0
final	0.000792	0	0
cells in the final DEF, fill, tap and decap left out, drive strengths merged, types with 6 or more instances in the layout:
master	n
a21oi	9
nand2b	6
nor2	19
clkdlybuf4s50	12
nand2	16
nand3	7
o21ai	16
inv	19
nor3	6
buf	102
ha	17
what timing repair did:
action                     CTS  global route
pin swaps                   27            16
setup endpoints to repair   14             7
resized                     59            15
hold endpoints to repair     0             0
setup buffers               16             5
how the worst max path moves through the flow:
stage / start / to / slack, ns / depth (start not counted)
after CTS: entrada[5] / saida[10] / -0.29 / 35
after global routing: entrada[6] / saida[10] / -0.58 / 36
final: entrada[5] / saida[13] / -0.27 / 36
area by class of cell:
class / instances / share of cell area (%)
inverter: 20 / 2.97
multi-input combinational: 188 / 60.3
tap: 70 / 3.20
timing repair buffer: 115 / 33.6
per-stage QoR:
stage          instance area [um2]  setup WS, ns  setup TNS (ns)  utilization [%]  power [W]
6_report                      2740        -0.265           -1.33             53.9   0.000792
5_1_grt                       2740        -0.583           -3.33             53.9   0.000863
4_1_cts                       2620        -0.286           -1.40             51.6   0.000719
3_5_place_dp                  2420         -1.20           -8.48             47.8   0.000670
3_3_place_gp                  2420         -1.14           -7.81             47.8   0.000673
2_1_floorplan                 1630        -0.458           -2.61                -   0.000346
Power figures rest on the tool's default switching activity, not on a simulated workload.
