==> design/flow/design.v <==
module Program_Counter (input clock, input [31:0] PC_in, input reset_geral, input modo_preemptivo, 
								input reset_cont_preempcao, input [4:0] quantum, input halt, input [1:0] jump_prog,
								output reg [31:0] PC, output reg [31:0] PC_mais_1, output reg [31:0] cont_preempcao,
								output reg flag_faz_preempcao, output reg [31:0] salva_PC);
	initial begin
		PC = 0;
		PC_mais_1 = 1;
		cont_preempcao = 0;
		flag_faz_preempcao = 0;
	end
	always @ (posedge clock)
	begin
		if (halt == 1) begin
			salva_PC = PC;  
			flag_faz_preempcao = 1;  
			PC = 3;  
			cont_preempcao = 0;
		end
		if (reset_geral == 1)begin
			PC = 0;
			PC_mais_1 = 1;
			cont_preempcao = 0;
		end
		else begin
			if (modo_preemptivo == 0)begin  
				PC = PC_in;
				PC_mais_1 = PC + 1;
			end
			else begin  
				PC = PC_in;
				PC_mais_1 = PC + 1;
				cont_preempcao = cont_preempcao + 1;
				if (cont_preempcao == quantum && (jump_prog == 1 || jump_prog == 2))begin  
					salva_PC = PC;  
					flag_faz_preempcao = 1;  
					PC = 3;  
					cont_preempcao = 0;
				end
				else begin
					flag_faz_preempcao = 0;
				end
			end
			if (reset_cont_preempcao == 1) begin  
				cont_preempcao = 0;
			end
		end
	end
endmodule 
module teste_Program_conter_module (input clock, input reset_geral, input modo_preemptivo, 
												input reset_cont_preempcao, input [4:0] quantum, input halt, input [1:0] jump_prog,
												output [31:0] PC, output [31:0] PC_mais_1,
												output flag_faz_preempcao, output [31:0] salva_PC);
Program_Counter Program_counter_0 (.clock (clock), .PC_in(PC_mais_1), .PC(PC), .PC_mais_1(PC_mais_1), 
		.reset_geral(reset_geral), .reset_cont_preempcao(reset_cont_preempcao), .quantum(quantum), 
		.modo_preemptivo(modo_preemptivo), .salva_PC(salva_PC), .flag_faz_preempcao(flag_faz_preempcao), 
		.halt(halt), .jump_prog(jump_prog));											
endmodule												
==> design/flow/run.sh <==
#!/bin/bash
# OpenROAD 26Q1-2900-gdf79404cd8, Yosys 0.63+post, stock flow scripts
make -C /OpenROAD-flow-scripts/flow DESIGN_CONFIG=/design/flow/config.mk WORK_HOME=/design/flow/orfs finish
==> design/flow/config.mk <==
export PLATFORM = sky130hd
export DESIGN_NAME = teste_Program_conter_module
export DESIGN_NICKNAME = teste_Program_conter_module
export VERILOG_FILES = /design/flow/design.v
export SDC_FILE = /design/flow/constraint.sdc
export NUM_CORES = 4
export LEC_CHECK = 1
export CORE_UTILIZATION = 30
==> design/flow/constraint.sdc <==
current_design teste_Program_conter_module

set clk_period 10.2
set clk_io_pct 0.2

create_clock -name clk0 -period $clk_period [get_ports {clock}]

set non_clock_inputs [all_inputs -no_clocks]
set_input_delay [expr $clk_period * $clk_io_pct] -clock clk0 $non_clock_inputs
set_output_delay [expr $clk_period * $clk_io_pct] -clock clk0 [all_outputs]
==> GITHUB_STEP_SUMMARY <==
## Synthesis and layout report

| Metric | Value |
|---|---|
| Dpl hpwl | 10600 um |
| Iteration-0 DRC Markers | 244 |
| Total power per unit cell area | 144 mW/mm2 |
| Floorplan die height | 147 um |
| Clock tree buffer depth | 2 |
| Sum Neg Setup Slack | 0 ns |
| Stage-log warning count | 25 |
| Initial antenna violation count | 0 |
| Crit path max fanout | 63 |
| P_leak | 2.97 nW |
| Residual overflow from global routing | 0 |
| Setup repair after global routing missed its margin | false |
| CTS H-tree lvls | 4 |
| Post-route minimum period | 6.13 ns |
| End of the worst register-to-register path | Program_counter_0.salva_PC[28] |
| Row cnt | 52 |
| I/O pin count | 109 |
| Area added between synthesis and finish | 30.3% |
| Hold Crit Endpoint | Program_counter_0.PC_mais_1[0] |
| Biggest area consumer among synthesized cells | dfxtp_1 |
| Clock skew after layout | 0.0179 ns |
| Cell area after synthesis | 0.00628 mm2 |
| Most frequent cells after synthesis | dfxtp_1 (129), nor2_1 (77), xnor2_1 (45), nand2_1 (43), mux2_2 (33) |
| Setup repair bufs after CTS | 0 |
| Synthesis-stage register bit count | 129 |
| Critical Path RT | 10.49 ns |
| Max-slew violation count | 0 |
| Fin area | 0.00818 mm2 |
| Root Driver | clkbuf_16 |
| Worst slew slack as a fraction of its limit | 0.532 |
| Clock edge transition at the registers on the reported setup and hold paths | 0.05 ns |
| Antenna Violating Nets Remaining | 0 |
| Type of origin of the critical path | input port |
| Final Hold Violating Endpoints | 0 |
| Cell with the most instances after synthesis | dfxtp_1 |
| Total chip power | 1.18 mW |
| Number of diodes added for antenna fixing | 0 |
| First-pass GRT wire length | 25600 um |
| Number of global-route vias before repair | 4813 |
| Clock latency on the worst-skew pair | 0.42 ns |
| Beginning of the worst hold path | Program_counter_0.PC_mais_1[0] |
| Cell types occupying the most area after synthesis | dfxtp_1 (41%), xnor2_1 (6.3%), mux2_2 (5.9%), mux2_4 (5.3%), nor2_1 (4.6%) |
| Synth warn | 1 |
| Number of buffers inserted during clock tree synthesis | 17 |
| Crit Reg-Reg Startpoint | Program_counter_0.cont_preempcao[4] |
| Total core area | 0.0204 mm2 |
| Final RePlAce weighted congestion | 0.881 |
| Number of remaining DRC errors | 0 |
| Number of failing setup endpoints in the final timing report | 0 |
| Hold Path Stages | 1 |
| Worst hold path class | reg2reg |
| CP arrival | 6.42 ns |
| Number of enable-type register cells in the synthesized netlist | 0 |
| Horizontal die dimension | 147 um |
| Most common flop cell mapped by yosys | dfxtp_1 |
| # clock sinks | 129 |
| Least-Margin Pin Slew | 0.702 ns |
| Input/output buffers | 108 |
| Result of the run | finished, final reports clean |
| Vias | 5078 |
| Synth top area share | 0.411 |
| Total cell area reported by yosys after synthesis | 0.00628 mm2 |
| Max_cap viols | 0 |
| Period utilisation layout | 0.601 |
| Cells in synth_stat.txt | 677 |
| R2R setup slack | 6.04 ns |
| Starting density of the core | 0.308 |
| TritonCTS clock tree | yes |
| Number of gates resized after cts | 0 |
| Type of destination of the critical path | flop |
| Worst Reg-to-Reg Cells | 8 |
| Largest net degree at the start of global routing | 64 |
| Fraction of final layout cells sized beyond drive strength 1 | 0.139 |
| Async S/R FF share, synth | 0 |
| Number of cells produced by synthesis | 677 |
| Mean area per synthesized cell | 9.28 um2 |
| Average vias per placed instance | 4.81 |
| Count of hold-fix buffers inserted at cts | 0 |
| Aggregate routed wire length | 15800 um |
| Iteration count of the initial detailed-routing pass | 5 |
| Cell Type Count | 59 |
| Placed instance area | 0.00757 mm2 |
| Combined global-route utilization of all metal layers | 0.151 |
| Detailed-route wire length per cell | 14.9 um |
| Part of the Yosys area used for sequential elements | 0.411 |
| Maximum clock frequency | 163 MHz |
| Worst IR drop on VDD | 0.000107 V |
| Overall chip area | 0.0215 mm2 |
| Worst setup path class | in2reg |
registers in the layout, indices dropped and copies added (netlist names):
signal / cells
Program_counter_0.salva_PC: 32
Program_counter_0.cont_preempcao: 32
Program_counter_0.PC: 32
Program_counter_0.PC_mais_1: 32
Program_counter_0.flag_faz_preempcao: 1
through the flow:
step	utilization	cells	setup WS, ns	hold WS (ns)
finish	0.402	1056	4.07	0.500
global route	0.402	1056	3.83	0.540
CTS	0.402	1056	4.07	0.513
detailed placement	0.372	1024	3.62	0.499
global placement	0.372	1024	3.67	0.485
floorplan	-	677	4.39	0.420
final cells by class:
cell class                      instances  area (um2)
Clock buffer                           17         425
Sequential cell                       129        2580
Inverter                                8        30.0
Clock inverter                         15         181
Fill cell                            1975       12200
Tap cell                              270         338
Multi-Input combinational cell        502        3500
Timing Repair Buffer                  115        1130
critical path, cell delays in order:
cell and delay (ns):
buf_2 0.27, buf_4 0.42, nand4b_2 0.35, or4b_2 0.71, nor4_1 0.22, mux2_2 0.37
a211o_1 0.27, nor4_4 0.57, nand3_4 0.65, mux2_4 0.51
worst max-delay path by stage:
stage	slack, ns	start	endpoint	depth (start not counted)
CTS	4.07	halt	Program_counter_0.salva_PC[24]	10
global route	3.83	halt	Program_counter_0.salva_PC[10]	10
finish	4.07	halt	Program_counter_0.salva_PC[28]	10
power by group:
part           switching, mW  internal, mW  total [mW]  leakage [nW]
registers            0.00389         0.508       0.512          1.04
logic                 0.0214        0.0215      0.0429          1.64
clock network          0.237         0.387       0.624         0.295
cell families (layout without fill, tap and decap cells):
kind of cell	count (synthesis)	in the layout	share of synthesized area
buf+inv	46	155	0.0333
fa+ha+maj	2	2	0.00398
mux	67	67	0.131
xor+xnor	63	63	0.0878
flops	129	129	0.411
simple gates	311	311	0.274
compound gates	59	59	0.0586
routing by layer:
layer | share of wire | track usage | routed length [um]
met4 | 0.012 | 0.0177 | 182
met3 | 0.074 | 0.0463 | 1170
met1 | 0.48 | 0.219 | 7550
met2 | 0.44 | 0.230 | 6860
met5 | 0 | 0 | 0
cells in the final DEF, fill, tap and decap left out, drive strengths merged, types with 7 or more instances in the layout:
master	n
xor2	18
nand2b	23
and4b	7
inv	13
buf	8
mux2	55
nor2	77
nand2	43
clkdlybuf4s50	107
a21oi	17
nor3	10
clkbuf	17
o21ai	18
nor4	11
dfxtp	129
and2	31
xnor2	45
and3	13
nor2b	15
nand4	17
or3	14
mux2i	12
nand3	23
Power and IR drop assume default switching activity.
